===== flow/run.sh =====
#!/bin/bash
# OpenROAD 26Q1-2900-gdf79404cd8, Yosys 0.63+post, stock flow scripts
make -C /OpenROAD-flow-scripts/flow DESIGN_CONFIG=/design/flow/config.mk WORK_HOME=/design/flow/orfs finish

===== flow/config.mk =====
export PLATFORM = sky130hd
export DESIGN_NAME = alu
export DESIGN_NICKNAME = alu
export VERILOG_FILES = /design/flow/design.v
export SDC_FILE = /design/flow/constraint.sdc
export NUM_CORES = 4
export LEC_CHECK = 1
export CORE_UTILIZATION = 30

===== flow/constraint.sdc =====
current_design alu

set clk_period 13.1
set clk_io_pct 0.2

create_clock -name clk0 -period $clk_period

set non_clock_inputs [all_inputs -no_clocks]
set_input_delay [expr $clk_period * $clk_io_pct] -clock clk0 $non_clock_inputs
set_output_delay [expr $clk_period * $clk_io_pct] -clock clk0 [all_outputs]

===== flow/design.v =====
module alu (
	input 	logic [31:0] a,
	input 	logic [31:0] b,
	input 	logic [3:0]  alucontrol,
	output 	logic [31:0] result,
	output	logic			 zero,
	output	logic			 lt
	);
	logic [31:0] condinvb, sum;
	logic signed [31:0] shamt, shamtr, shift;
	logic cout;  
	logic overflow;  
	assign condinvb = alucontrol[0] ? ~b : b;
	assign {cout, sum} = a + condinvb + alucontrol[0];
	assign overflow = ~(alucontrol[0] ^ b[31] ^ a[31]) & 
							(a[31] ^ sum[31]) & ~alucontrol[1];
	assign zero = (sum == 32'b0);
	assign lt = (sum[31] ^ overflow);
	assign shamt = {{27{1'b0}}, {b[4:0]}};  
	assign shamtr = b;  
	assign shift = a;  
	always_comb
		case (alucontrol)
			4'b0000: result = sum;  
			4'b0001: result = sum;  
			4'b0010: result = a & b;  
			4'b0011: result = a | b;  
			4'b0100: result = a ^ b;  
			4'b0101: result = (sum[31] ^ overflow);  
			4'b0110: result = shift << shamt;  
			4'b0111: result = shift >> shamt;  
			4'b1000: result = shift >>> shamt;  
			4'b1001: result = shift << shamtr;  
			4'b1010: result = shift >> shamtr;  
			4'b1011: result = shift >>> shamtr;  
			default: result = 32'bx;  
		endcase
endmodule

==> metrics.json <==
{
  "critical_path": {
    "timing.critical_path.from_type": "primary input",
    "end_kind": "output pin",
    "path_cells": "clkdlybuf4s50_1, mux2i_2, inv_1, fa_1, a211oi_1, nor3_1, o21ai_0, o21ai_0, xnor2_1, nand4b_1, nor4_1, nand4_1, and4b_1, clkdlybuf4s50_1",
    "worst_ep_arrival_time_ns": 7.25,
    "path_class": "in -> out",
    "slowest_delay_ns": 0.65,
    "crit_fanout": 9,
    "cp_slowest_cell": "sky130_fd_sc_hd__clkdlybuf4s50_1",
    "worstPathRequired_ns": 10.48
  },
  "sta": {
    "report.final.hold_viol_count": 0,
    "timing.final.ws_setup_ns": 3.23,
    "final_slew_violations": 0,
    "max_slew.worst_pin.slew_ns": 0.911,
    "min_period_ns": 9.87,
    "setup_repair_after_global_routing_missed_its_margin": "no",
    "tns_ns": 0,
    "setup_violations": 0,
    "min_period_over_period_pct": 75.3,
    "maximum_clock_frequency_mhz": 101,
    "timing.max_slew.rel_slack_pct": 37.5
  },
  "synthesis": {
    "post_synth_inst_count": 1253,
    "netlist-cell-type-count": 76,
    "yosys_area_mm2": 0.00858,
    "yosysCellCount": 1253,
    "mapped_cell_area_mm2": 0.00858,
    "syn_avg_cell_area_um2": 6.85,
    "top_area_share_pct": 13.7,
    "synth.yosys.seq_area_share_pct": 0,
    "synthTopCellsByCount": "159 x sky130_fd_sc_hd__nor2_1, 117 x sky130_fd_sc_hd__a21oi_1, 105 x sky130_fd_sc_hd__nand2_1",
    "top_area_cell": "sky130_fd_sc_hd__ha_1",
    "yosysWarnings": 1,
    "post_synth_main_area_contributors": "sky130_fd_sc_hd__ha_1 14%, sky130_fd_sc_hd__mux4_2 12%, sky130_fd_sc_hd__nor2_1 7.0%",
    "synth_top_cell_by_count": "sky130_fd_sc_hd__nor2_1"
  },
  "final_layout": {
    "layout.area.comb_mm2": 0.00788,
    "clockBufferCount": 0,
    "fill_cells": 3044,
    "final_layout_size_suffix_gt1_share_pct": 8.27,
    "area.growth.synth_to_final_pct": 14.6,
    "layout.area.seq_um2": 0,
    "number_of_sequential_cells": 0,
    "share_of_the_core_filled_with_cells_pct": 35.2
  },
  "die": {
    "fp_util_pct": 30.7,
    "core_region_area_mm2": 0.0279,
    "die-width_um": 171,
    "chipArea_mm2": 0.0293,
    "fp.dieH_um": 171,
    "io_pins": 102,
    "std_cell_rows": 61
  },
  "route": {
    "final_antenna_net_count": 0,
    "post_drt_wl_per_cell_um": 29.5,
    "vias": 10530,
    "drt-vias-per-instance": 6.34,
    "drc": 0,
    "drt_first_pass_iters": 6,
    "detail_route.iter0.violations": 1276,
    "drt_wl_total_um": 49000
  },
  "power_and_ir_drop": {
    "swShare_pct": 62.9,
    "leakage_nw": 3.91,
    "cellInternalPower_uw": 208,
    "post-layout-total-power_uw": 561,
    "power.ir.vdd_worst_v": 0.0000262,
    "total_switching_power_uw": 353,
    "power.density_cell_area_mw_per_mm2": 57.1
  },
  "job": {
    "drv.max_cap_violation_count": 0,
    "openroad.warnings": 64
  },
  "clocking": {
    "post_cts_buffers": 0,
    "count_of_cells_resized_by_post_cts_repair": 0,
    "cts_hold_buffers": 0
  },
  "global_routing": {
    "gr-total-overflow": 0,
    "grt_pass1_vias": 9907,
    "grt_pass1_wl_um": 70700,
    "grt_start_max_net_pins": 62,
    "initial_antenna_violation_count": 2,
    "groute.usage.overall_pct": 34.5
  },
  "outcome": {
    "outcome": "finished, final reports clean"
  },
  "placement": {
    "portBuffers": 102,
    "final_estimated_routing_congestion_in_global_placement": 1.05,
    "preCtsSetupSlack_ns": 3.44,
    "dp.final_hpwl_um": 39100
  },
  "hold_path": {
    "min_to": "lt",
    "worstHoldPathCells": 6,
    "hp-start": "alucontrol[0]",
    "hp-class": "in -> out"
  }
}
==> power by group through the flow <==
stage | registers (mW) | clock network (mW) | logic, mW
CTS | 0 | 0 | 0.546
global route | 0 | 0 | 0.596
==> through the flow <==
stage | cells | hold slack [ns] | cell area (um2)
detailed placement | 1659 | 6.47 | 9830
global placement | 1659 | 6.47 | 9830
CTS | 1659 | 6.47 | 9830
floorplan | 1253 | 5.41 | 8580
global route | 1659 | 6.55 | 9830
finish | 1660 | 6.45 | 9830
==> worst max-delay path by stage <==
stage	startpoint	to	cells after the start
4_1_cts	a[0]	zero	14
6_report	a[0]	zero	14
5_1_grt	a[0]	zero	14
==> cells by family after synthesis <==
family                     count (synthesis)  synth area share, %
adders and majority gates                 96                 14.1
xor gates and xnor gates                  52                 5.31
buffers and inverters                    177                 8.31
AOI/OAI and AO/OA                        438                 33.8
and+or+nand+nor                          393                 20.4
muxes                                     97                 18.2
==> final cells by class <==
type / count / area share (%)
Tap cell: 378 / 4.81
Antenna cell: 1 / 0.0255
Multi-Input combinational cell: 1076 / 80.2
Inverter: 80 / 3.05
Timing Repair Buffer: 125 / 11.9
==> critical path, delay by kind of cell <==
kind / cells / cell delay (ns)
and+or+nand+nor: 5 / 1.24
AOI/OAI and AO/OA: 3 / 0.82
xor gates and xnor gates: 1 / 0.47
adders and majority gates: 1 / 0.45
muxes: 1 / 0.41
buffers and inverters: 3 / 1.22
==> metal layers <==
layer  GRT usage [%]  share of wire (%)  vias up  wire length [um]
met5           0.348              0.018        -                 9
met4            12.1                4.4        2              2150
met3            7.58                 10      110              4960
met2            52.5                 43      669             21200
met1            48.0                 42     5001             20600
li1                -                  -     4748                 -
==> placed cells by master, fill, tap and decap left out, drive strengths merged, types with 10 or more instances in the layout <==
cell / synthesis / layout
a211oi: 20 / 20
a21o: 15 / 15
a21oi: 119 / 119
a22oi: 20 / 20
a31oi: 18 / 18
buf: 44 / 28
clkdlybuf4s50: 0 / 97
ha: 94 / 94
inv: 77 / 77
mux2i: 43 / 43
mux4: 46 / 46
nand2: 105 / 105
nand3: 19 / 19
nor2: 159 / 159
nor3: 37 / 37
nor4: 12 / 12
o211ai: 36 / 36
o21a: 13 / 13
o21ai: 93 / 93
o221ai: 11 / 11
o22ai: 10 / 10
or3: 10 / 10
xnor2: 13 / 13
xor2: 39 / 39
Power is estimated from default activity; no workload was simulated.
