==> design/flow/constraint.sdc <==
current_design controller

set clk_period 4.0
set clk_io_pct 0.2

create_clock -name clk0 -period $clk_period

set non_clock_inputs [all_inputs -no_clocks]
set_input_delay [expr $clk_period * $clk_io_pct] -clock clk0 $non_clock_inputs
set_output_delay [expr $clk_period * $clk_io_pct] -clock clk0 [all_outputs]
==> design/flow/design.v <==
module aludec (
	input 	logic			opb5,
	input		logic [2:0] funct3,
	input		logic			funct7b5,
	input		logic [1:0] ALUOp,
	output	logic [3:0] ALUControl);
	logic RtypeSub;
	assign RtypeSub = funct7b5 & opb5;  
	always_comb
		case(ALUOp)
			2'b00: ALUControl = 4'b0000;  
			2'b01: ALUControl = 4'b0001;  
			default: 
				case(funct3)  
					3'b000: if (RtypeSub)
									ALUControl = 4'b0001;  
							  else
									ALUControl = 4'b0000;  
					3'b010: ALUControl = 4'b0101;  
					3'b100: ALUControl = 4'b0100;   
					3'b110: ALUControl = 4'b0011;  
					3'b111: ALUControl = 4'b0010;  
					3'b001: if (opb5)  
									ALUControl = 4'b1001;  
								else
									ALUControl = 4'b0110;  
					3'b101: if (funct7b5) begin
									if (opb5)
										ALUControl = 4'b1011;  
									else
										ALUControl = 4'b1000;  
							  end else begin
									if (opb5)
										ALUControl = 4'b1010;  
									else
										ALUControl = 4'b0111;  
								end
					default: ALUControl = 4'bxxxx;  
				endcase
			endcase
endmodule
module controller (
	input		logic [6:0] op,
	input		logic [2:0] funct3,
	input		logic			funct7b5,
	input		logic			Zero,
	input		logic			Lt,
	output	logic [1:0] ResultSrc,
	output 	logic			MemWrite,
	output 	logic	[1:0]	PCSrc, 
	output	logic			ALUSrc, RegWrite, Jump,
	output	logic	[2:0] ImmSrc,
	output	logic [3:0] ALUControl);
	logic [1:0] ALUOp;
	logic			Branch, Jalr;
	maindec md (op, ResultSrc, MemWrite, Branch, ALUSrc, RegWrite, Jump, ImmSrc, ALUOp, Jalr);
	aludec ad (op[5], funct3, funct7b5, ALUOp, ALUControl);
	always_comb begin
		if (Jalr)
			PCSrc = 2'b10;
		else if ((Branch && ((funct3 == 3'b000 && Zero) || (funct3 == 3'b001 && !Zero) || (funct3 == 3'b100 && Lt))) || Jump)
			PCSrc = 2'b01;
		else
			PCSrc = 2'b00;
	end
endmodule
module maindec (
	input		logic [6:0]	op,
	output	logic [1:0] ResultSrc,
	output	logic			MemWrite,
	output	logic			Branch, ALUSrc,
	output	logic			RegWrite, Jump,
	output	logic [2:0] ImmSrc,
	output	logic [1:0] ALUOp,
	output	logic			JumpLinkReg);
	logic [12:0] controls;
	assign {RegWrite, ImmSrc, ALUSrc, MemWrite, ResultSrc, Branch, ALUOp, Jump, JumpLinkReg} = controls;
	always_comb
		case(op)
			7'b0000011: controls = 13'b1_000_1_0_01_0_00_0_0;  
			7'b0100011: controls = 13'b0_001_1_1_00_0_00_0_0;  
			7'b0110011: controls = 13'b1_xxx_0_0_00_0_10_0_0;  
			7'b1100011: controls = 13'b0_010_0_0_00_1_01_0_0;  
			7'b0010011: controls = 13'b1_000_1_0_00_0_10_0_0;  
			7'b1101111: controls = 13'b1_011_0_0_10_0_00_1_0;  
			7'b1100111: controls = 13'b1_000_1_0_10_0_00_1_1;  
			7'b0110111: controls = 13'b1_100_1_0_00_0_00_0_0;  
			default:    controls = 13'bx_xxx_x_x_xx_x_xx_x_x;  
		endcase
endmodule
==> design/flow/run.sh <==
#!/bin/bash
# OpenROAD 26Q1-2900-gdf79404cd8, Yosys 0.63+post, stock flow scripts
make -C /OpenROAD-flow-scripts/flow DESIGN_CONFIG=/design/flow/config.mk WORK_HOME=/design/flow/orfs finish
==> design/flow/config.mk <==
export PLATFORM = sky130hd
export DESIGN_NAME = controller
export DESIGN_NICKNAME = controller
export VERILOG_FILES = /design/flow/design.v
export SDC_FILE = /design/flow/constraint.sdc
export NUM_CORES = 4
export LEC_CHECK = 1
export CORE_AREA = 10 10 70 70
export DIE_AREA = 0 0 80 80
==> results.json <==
{
  "status": "complete, no violations",
  "switching_share_pct": 47.5,
  "hold_violations": 0,
  "n_clock_buffer": 0,
  "design.seq.count": 0,
  "path_delay_family": "buffers and inverters",
  "die_area_mm2": 0.00640,
  "fp_util_pct": 13.0,
  "max_freq_mhz": 270,
  "critPathSlowestCell": "clkdlybuf4s50_1",
  "core_mm2": 0.00342,
  "post-route-drc-count": 0,
  "worstSetupStartpointType": "primary input",
  "via_count": 528,
  "die_h_um": 80,
  "rows": 21,
  "yosys.area.top_type": "ha_1",
  "tightest_slew_ps": 446,
  "warning_count": 35,
  "grt_max_degree": 12,
  "setup_viol": 0,
  "nFillCells": 375,
  "fin_crit_ps": 3710,
  "holdWs_ps": 2670,
  "ir_drop_v": 0.00000940,
  "ff_latch_area_um2": 0,
  "io_pins": 28,
  "min_path_type": "primary input to output port",
  "hpwl_um": 1230,
  "ys_seq_share_pct": 0,
  "slowest_delay_ps": 610,
  "top_cell_area_share_pct": 11.2,
  "syn-cell-area_um2": 445,
  "grt_pass1_wl_um": 2300,
  "antenna_found_initial": 0,
  "arrival_ps": 2910,
  "slew_violations": 0,
  "ys_types": 31,
  "wl_per_cell_um": 10.4,
  "finalClockPeriodUsage_pct": 92.7,
  "power_density_mw_per_mm2": 64.3,
  "crit_buf_inv": 3,
  "drive_gt1_share_pct": 8.79,
  "crit_required_ps": 3200,
  "area_leaders": "ha_1 (11%), nand2_1 (8.4%), a2111oi_4 (6.2%)",
  "worst_setup_path_end_kind": "output port",
  "pre_cts_slack_ps": 290,
  "cts_hold_buf": 0,
  "cap_violations": 0,
  "synth.avg_cell_area_um2": 6.46,
  "num_antenna_cells": 0,
  "path_cells": "clkdlybuf4s50_1 -> inv_1 -> ha_1 -> nand2_1 -> o21ai_0 -> a221o_1 -> a21boi_2 -> clkdlybuf4s50_1",
  "grt_pass1_vias": 505,
  "rsz0062_at_grt": "no",
  "slew_headroom_pct": 70.1,
  "p_sw_uw": 22.9,
  "pwr-share-seq_pct": 0,
  "post_cts_resized": 0,
  "crit_fanout": 7,
  "path_class": "primary input to output port",
  "grt_util_all_layers_pct": 4.13,
  "port_buffers": 28,
  "synth_cells": 69,
  "p_clk_share_pct": 0,
  "power_uw": 48.3,
  "ant_nets": 0,
  "combPwrFrac_pct": 100.0,
  "drt_iter0_markers": 44,
  "areaGrowthSynthToFinish_pct": 68.5,
  "place_congestion": 0.836,
  "setup_tns_ps": 0,
  "internal-power_uw": 25.3,
  "p_leak_uw": 0.000255,
  "critPathMostFrequentCell": "clkdlybuf4s50_1",
  "synth.yosys.chip_area_um2": 445,
  "fin_ws_ps": 291,
  "grt_overflow": 0,
  "drtPass1Iterations": 4,
  "post_cts_buffers": 0,
  "routed_wl_um": 1430,
  "ys_cells": 69,
  "via_per_inst": 3.85,
  "yosysWarnings": 3,
  "die_w_um": 80
}
worst min-delay path, stage by stage:
cell and delay (ps):
clkdlybuf4s50_1 490, nand3_1 120, a21oi_1 60, clkdlybuf4s50_1 400
synth_stat cells (all sizes together), types with 2 or more instances:
cell type  number
clkbuf          2
xnor2           2
o21ai           7
inv             4
nand3           3
or3             2
buf             4
a21oi           5
nor2            8
ha              4
nor2b           4
nand2          11
per-stage QoR:
stage	utilization [%]	cell area, µm²	instances
final	22.0	751	137
after detailed placement	22.0	751	137
after global placement	22.0	751	137
after global routing	22.0	751	137
after CTS	22.0	751	137
after floorplan	-	445	69
power groups by stage:
stage	combinational, µW	clock [µW]	sequential, µW
after CTS	48.6	0	0
after global routing	53.3	0	0
final	48.3	0	0
routing by layer:
| layer | up-vias | track usage [%] | share of wire (%) |
|---|---|---|---|
| met5 | - | 0 | 0 |
| met4 | 0 | 0 | 0 |
| met3 | 0 | 1.48 | 14 |
| met2 | 21 | 7.22 | 46 |
| met1 | 229 | 5.01 | 40 |
| li1 | 278 | - | - |
worst paths after layout:
| kind | endpoint | startpoint | slack (ps) | depth (start not counted) |
|---|---|---|---|---|
| max | ALUControl[0] | op[5] | 290 | 8 |
| min | ImmSrc[0] | op[2] | 2670 | 4 |
kinds of logic (layout without fill, tap and decap cells):
kind of cell	Yosys count	in the layout	share of synthesized area (%)
AOI/OAI and AO/OA	18	18	29.8
xor gates and xnor gates	2	2	3.93
adders and majority gates	4	4	11.2
buffers and inverters	10	32	10.7
muxes	1	1	2.53
and+or+nand+nor	34	34	41.9
cells in the final DEF, fill, tap and decap left out, drive strengths merged:
cell type / count
o22a: 1
and2: 1
and3: 1
nor3: 1
a2111oi: 1
nor2b: 4
nand2: 11
a21oi: 5
or2: 1
mux2: 1
o211ai: 1
and2b: 1
a221o: 1
ha: 4
xnor2: 2
nand4b: 1
clkdlybuf4s50: 28
nand3: 3
a22oi: 1
or3: 2
a21boi: 1
inv: 4
o21ai: 7
nor2: 8
cell type report:
type	count	area, µm²	share of cell area [%]
Timing Repair Buffer	28	280	37.3
Tap cell	46	57.6	7.67
Inverter	4	15.0	2.00
Multi-Input combinational cell	59	398	53.0
No activity file was given, so power comes from the tool's default toggle rates.
